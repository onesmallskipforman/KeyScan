==> design/flow/design.v <==
module clk_gen  #(parameter sc_f = 10**6,
                  parameter clk_f = 40 * (10**6) )
                 (input  logic clk,
                  input  logic reset,
                  input  logic en,
                  output logic sc);
  parameter sc_bits = $clog2(clk_f/sc_f);  
  logic [sc_bits-1:0] inc;                 
  counter #(sc_bits) c(clk, reset, en, 1'b1, inc);
  assign sc = inc[sc_bits-1];
endmodule
module counter#(parameter N=8,
                parameter M=1)
               (input  logic         clk,
                input  logic         reset,
                input  logic         en,
                input  logic [M-1:0] inc,
                output logic [N-1:0] q);
  initial begin
    q = 0;
  end
  always_ff @(posedge clk)
    if      (reset)    q <= 0;
    else if (en)       q <= q+inc;
    else               q <= q;
endmodule
module keyscan #(parameter M = 2)
                (input  logic         clk,
                 input  logic         reset,
                 input  logic [3:0]   rAsync,
                 output logic [3:0]   cHigh,
                 output logic [6:0]   seg,
                 output logic [M-1:0] anode);
  parameter mfreq = 1100*M;
  parameter sfreq = 1000;
  logic [7:0] rcbits;
  logic [3:0] hex, hout, r;
  logic [4*M-1:0] digits;
  logic update;
  logic sclk, mclk;
  clk_gen    #(sfreq) sc(clk, 1'b0, 1'b1, sclk);
  sync       #(4)     sy(sclk, reset, rAsync, r);            
  rcEval              rc(sclk, reset, r, cHigh, rcbits);     
  update              up(sclk, reset, rcbits, update);       
  rcToHex             rh(rcbits, hex);                       
  spshiftreg #(4, M)  sr(sclk, reset, update, hex, digits);  
  clk_gen    #(mfreq) mc(clk, 1'b0, 1'b1, mclk);             
  timeMux    #(4, M)  tm(mclk, reset, digits, hout, anode);  
  seg                 sg(hout, seg);                         
endmodule
module rcEval(input  logic clk,
              input  logic reset,
              input  logic [3:0] r,
              output logic [3:0] cHigh,
              output logic [7:0] rcbits);
  always_ff @(posedge clk)
    if (reset) begin
      cHigh  <= 4'b1000;
      rcbits <= {4'b0000, 4'b0100};
    end else begin
      cHigh  <= {cHigh[0], cHigh[3:1]};
      rcbits <= {r, rcbits[0], rcbits[3:1]};
    end
endmodule
module rcToHex(input logic [7:0] rcBits,
               output logic [3:0] hexVal);
  always_comb
    case(rcBits)
      8'b10000010: hexVal = 4'h0;
      8'b00010001: hexVal = 4'h1;
      8'b00010010: hexVal = 4'h2;
      8'b00010100: hexVal = 4'h3;
      8'b00100001: hexVal = 4'h4;
      8'b00100010: hexVal = 4'h5;
      8'b00100100: hexVal = 4'h6;
      8'b01000001: hexVal = 4'h7;
      8'b01000010: hexVal = 4'h8;
      8'b01000100: hexVal = 4'h9;
      8'b00011000: hexVal = 4'hA;
      8'b00101000: hexVal = 4'hB;
      8'b01001000: hexVal = 4'hC;
      8'b10001000: hexVal = 4'hD;
      8'b10000001: hexVal = 4'hE;
      8'b10000100: hexVal = 4'hF;
      default:     hexVal = 4'h0;
    endcase
endmodule
module seg(input logic [3:0] hexVal,
           output logic [6:0] seg);
  always_comb
    case(hexVal)
      4'h0: seg = 7'b1000000;
      4'h1: seg = 7'b1111001;
      4'h2: seg = 7'b0100100;
      4'h3: seg = 7'b0110000;
      4'h4: seg = 7'b0011001;
      4'h5: seg = 7'b0010010;
      4'h6: seg = 7'b0000010;
      4'h7: seg = 7'b1111000;
      4'h8: seg = 7'b0000000;
      4'h9: seg = 7'b0011000;
      4'hA: seg = 7'b0001000;
      4'hB: seg = 7'b0000011;
      4'hC: seg = 7'b1000110;
      4'hD: seg = 7'b0100001;
      4'hE: seg = 7'b0000110;
      4'hF: seg = 7'b0001110;
    endcase
endmodule
module spshiftreg #(parameter N = 4,
                    parameter M = 2)
                   (input  logic           clk,
                    input  logic           reset,
                    input  logic           en,
                    input  logic [N-1:0]   sin,
                    output logic [N*M-1:0] q);
  always_ff @(posedge clk)
    if      (reset) q <= 0;
    else if (en)    q <= {q[(M-1)*N-1:0], sin};
endmodule
module sync #(parameter N=8)
             (input  logic         clk,
              input  logic         reset,
              input  logic [N-1:0] d,
              output logic [N-1:0] q);
  logic [N-1:0] n1;
  always_ff @(posedge clk)
    if (reset)
      begin
        n1 <= 0;
        q  <= 0;
      end
    else
      begin
        n1 <= d;
        q  <= n1;
      end
endmodule
module timeMux #(parameter N=1,
                 parameter M=2)
                (input  logic           clk,
                 input  logic           reset,
                 input  logic [M*N-1:0] d,
                 output logic [N-1:0]   y,
                 output logic [M-1:0]   b);
  logic [$clog2(M)-1:0] i;
  always_ff @(posedge clk)
    if (reset)
      begin
        b <= 1;
        i <= 0;
      end
    else
      begin
        b <= {b[M-2:0], b[M-1]};
        if (i+1 > M-1) i <= 0; else i <= i+1;
      end
  assign y = d[i*N +: N];
endmodule
module update(input  logic       clk,
              input  logic       reset,
              input  logic [7:0] rcBits,
              output logic       update);
  logic [3:0] cols, nextcols;
  typedef enum logic {S0, S1} statetype;
  statetype state, nextstate;
  always_ff @(posedge clk)
    if (reset)  begin
      state      <= S0;
      cols       <= 4'b0;
    end else begin
      state      <= nextstate;
      cols       <= nextcols;
    end
  always_comb
    case(state)
      S0: if (|rcBits[7:4])                           nextstate = S1;
          else                                        nextstate = S0;
      S1: if (~|rcBits[7:4] && (cols == rcBits[3:0])) nextstate = S0;
          else                                        nextstate = S1;
      default:                                        nextstate = S0;
    endcase
  assign update   = ((state == S0) & (nextstate == S1));
  assign nextcols = (update)? rcBits[3:0] : cols;
endmodule
==> design/flow/run.sh <==
#!/bin/bash
# OpenROAD 26Q1-2900-gdf79404cd8, Yosys 0.63+post, stock flow scripts
make -C /OpenROAD-flow-scripts/flow DESIGN_CONFIG=/design/flow/config.mk WORK_HOME=/design/flow/orfs finish
==> design/flow/config.mk <==
export PLATFORM = sky130hd
export DESIGN_NAME = keyscan
export DESIGN_NICKNAME = keyscan
export VERILOG_FILES = /design/flow/design.v
export SDC_FILE = /design/flow/constraint.sdc
export NUM_CORES = 4
export LEC_CHECK = 1
export CORE_UTILIZATION = 30
==> design/flow/constraint.sdc <==
current_design keyscan

set clk_period 3.8
set clk_io_pct 0.2

create_clock -name clk0 -period $clk_period [get_ports {clk}]

set non_clock_inputs [all_inputs -no_clocks]
set_input_delay [expr $clk_period * $clk_io_pct] -clock clk0 $non_clock_inputs
set_output_delay [expr $clk_period * $clk_io_pct] -clock clk0 [all_outputs]
==> run summary <==
Results of the full flow below.

Timing:
- Derived from the worst setup path, the maximum achievable clock frequency is 702.6 MHz.
- The run puts the final cycle utilization of the critical path at 0.3745.
- The run puts the final hold violation count at 0.
- The run gives the final total negative setup slack as 0 ns.
- Setup repair after global routing left no endpoint under its margin.
- The run puts the worst max-slew margin expressed relative to the limit at 0.6145.
- The run gives the number of register pins that no clock reaches as 36.
- The run puts the count of endpoints without a timing constraint at roughly 50.
- The clock period could shrink to 1.423 ns.
- The run gives the pin slew with the least headroom to its limit as 0.5774 ns.
- The final timing report counts setup violations totalling 0.
- The run puts the largest clock skew in the final design at about 0.0036 ns.
- Pins over their slew limit in the final report were tallied at 0.

Route:
- The run puts the remaining routing DRC violations at 0.
- The run puts the antenna diode count at 0.
- The routed layout has 2015 vias.
- The run puts the wire length per cell after detailed routing at 10.02 um.
- The run gives the post-detailed-route via-to-cell ratio as 4.518.
- The count of nets left with antenna violations once routing finished came out at 0.
- The final layout contains routed wiring with a total length of approximately 4.5 mm.
- Once iteration 0 of detailed routing completed, the report listed 77 DRC markers.
- The first detailed-routing pass took 4 iterations.

Critical path:
- STA classifies the critical path startpoint as a flop.
- The run gives the required time of the critical path as 3.96 ns.
- Per STA, the highest per-stage delay on the worst path measures 0.40 ns.
- The run gives the worst-path maximum fanout as 4.
- The run gives the minimum setup slack among reg-to-reg paths as 2.38 ns.
- The run gives the endpoint arrival time on the critical path as 1.58 ns.
- The run gives the type of destination of the critical path as a flop.
- Listed in order, past its start point the critical path passes ha_1 > inv_1 > nor4_1 > nand2_1 > xnor2_1.
- The setup path with the least slack is of type reg2reg.
- The run gives the cell at the slowest stage of the critical path as sky130_fd_sc_hd__nor4_1.

Logic synthesis:
- In this run, synthesis inferred 0 flip-flops with an integrated enable.
- The run puts the number of instances in the synthesized netlist at 304.
- The run gives the count of state elements after synthesis as about 67.
- Per Yosys stat, the portion of area used by sequential elements is 0.4689.
- After synthesis, the chip area reported by Yosys is 0.002860 mm2.
- The warning tally printed by Yosys for this design is 9.
- The run puts the average cell area after synthesis at 9.409 um2.
- The run gives the share of flip-flops with an asynchronous set or reset after synthesis as 0.
- The commonest register cell is sky130_fd_sc_hd__dfxtp_1.
- In the Yosys stats the netlist draws on 48 distinct library cells.
- The run puts the number of cell instances after yosys synthesis at ~300.
- The run gives the synthesized cell area as 0.002860 mm2.

Power and ir drop:
- Overall power consumption after layout is estimated at 558.6 uW.
- The run gives the leakage power summed over all cells as 1.159 nW.
- Looking at the VDD voltage map, the peak drop is 0.2489 mV.
- Total power normalized to cell area comes to 173.3 mW/mm2.

GRT:
- The run gives the number of antenna violations at the first check in global routing as 0.
- The run puts the total congestion overflow at 0.
- The run puts the wire length of the first global-routing pass at just under 8 mm.
- The run gives the via count of the first global-routing pass as 1850.
- The run puts the pin count of the biggest net entering global routing at 35.
- Overall routing resource usage recorded by global route was 0.09548.

Status:
- The flow ran to the end, and the final reports show no timing, DRC or antenna violations.

CTS:
- TritonCTS built the clock tree.
- The run puts the number of hold buffers added after cts at 0.
- Buffers inserted during clock tree synthesis total 5.
- The run gives the number of cells upsized or downsized after cts as 0.
- Per the repair_timing log after CTS, setup buffers inserted total 0.
- The longest clock path from root to sink contains 2 buffers.
- The tree is rooted in a sky130_fd_sc_hd__clkbuf_8.
- The run puts the number of H-tree branching levels at 2.
- The run gives the clock-pin slew on the worst setup and hold paths as ~0.05 ns.
- The run puts the source-to-sink clock delay at the later pin of the worst-skew pair at 0.27 ns.

Layout:
- The run gives the number of cells in the finished layout apart from fillers as about 450.
- The run puts the final core area utilization at 0.3488.
- The run gives the area added between synthesis and finish as 12.69%.
- After filler insertion, the fill cell instance count of the layout stands at between 900 and 1000.
- The layout report lists the combined flip-flop and latch area as between 0.001 and 0.0015 mm2.
- The run gives the share of cells above drive strength 1 as 0.05994.
- The run gives the combinational cell area excluding buffers and inverters as 0.001411 mm2.
- The finished cells cover 0.003223 mm2.

Floorplan:
- The run gives the die boundary height as 99.64 um.
- The run gives the width of the die as 99.64 um.
- In this run the full chip footprint comes out at 0.009928 mm2.
- The run puts the floorplan core area at roughly 0.009 mm2.
- The run gives the number of top-level pins as 19.
- The run puts the effective utilization at floorplan at 0.3095.
- The initialized floorplan defines 35 standard-cell rows.

Placement:
- The run gives the number of I/O port buffers as 18.
- The run gives the placed wire-length estimate after detailed placement as 3.246 mm.
- The run puts the global placement routability congestion at 0.8133.
- Counting tap cells, the placed design contains a total of roughly 440 instances.
- In this run the cell area measured after placement is 0.003151 mm2.

Run:
- The run puts the total of max-cap violations at 0.
- The run gives the count of warning messages emitted by the tools as 29.

Worst hold path:
- The run gives the class of the most critical hold timing path as reg2reg.
## final timing paths
| path | endpoint | from | cells past startpoint |
|---|---|---|---|
| setup / recovery | sc.c.q[12] | sc.c.q[0] | 5 |
| hold / removal | mc.c.q[0] | mc.c.q[0] | 1 |
| hold reg to reg | mc.c.q[0] | mc.c.q[0] | 1 |
| setup reg to reg | sc.c.q[12] | sc.c.q[0] | 5 |
## per-layer routing
metal,track usage,vias up,share of wire,wire length [um]
met1,0.1398,916,0.51,2283
met5,0,-,0,0
met4,0.01471,0,0.015,65
met3,0.007148,6,0.018,79
li1,-,1072,-,-
met2,0.1608,21,0.46,2042
## report_power, final
part           internal (mW)  switching, mW
logic                0.00800        0.00737
registers              0.326              0
clock network          0.121         0.0959
total                  0.455          0.103
## critical path: cells and delay by family (launching register included)
family        cells  cell delay, ns
simple gates      2            0.52
xor+xnor          1            0.13
fa+ha+maj         1            0.22
buf+inv           1            0.07
flops             1            0.37
## state kept, by name, indices dropped and copies added (netlist names)
register / count
mc.c.q: 15
rc.cHigh: 4
rc.rcbits: 8
up.state: 1
sy.q: 4
sr.q: 8
tm.i: 1
sc.c.q: 16
up.cols: 4
sy.n1: 4
tm.b: 2
## through the flow
stage	setup WS, ns	hold slack [ns]
finish	2.377	0.4141
global route	2.211	0.4338
CTS	2.355	0.4157
detailed placement	2.370	0.3981
global placement	2.417	0.3922
floorplan	2.468	0.3834
## Yosys cell counts, drive strengths merged, types with 3 or more instances
cell type	n	area share
buf	10	0.021
nand2b	3	0.0066
inv	9	0.012
dfxtp	67	0.47
a31oi	4	0.0087
nor4	4	0.011
a21oi	12	0.021
nor2	19	0.027
nor4b	4	0.012
clkbuf	4	0.0052
xnor2	23	0.070
xor2	13	0.040
ha	7	0.031
nor3	7	0.012
o21ai	8	0.014
and3	5	0.011
nor2b	21	0.046
nand2	33	0.043
mux2i	4	0.014
nand3	14	0.024
## cells in the final DEF, fill, tap and decap left out, drive strengths merged, types with 5 or more instances in the layout
| master | count |
|---|---|
| a21oi | 12 |
| and3 | 5 |
| clkbuf | 6 |
| clkdlybuf4s50 | 18 |
| dfxtp | 67 |
| ha | 7 |
| inv | 9 |
| nand2 | 33 |
| nand3 | 14 |
| nor2 | 19 |
| nor2b | 21 |
| nor3 | 7 |
| o21ai | 8 |
| xnor2 | 23 |
| xor2 | 13 |
## layout make-up
type / count / share of cell area
Inverter: 9 / 0.01048
Clock buffer: 6 / 0.02252
Sequential cell: 67 / 0.4162
Tap cell: 129 / 0.05008
Multi-Input combinational cell: 214 / 0.4379
Timing Repair Buffer: 21 / 0.06289
## cell families after synthesis
logic type | synth area share
AND-OR/OR-AND | 0.1059
XOR/XNOR | 0.1102
adder cells (fa/ha/maj) | 0.03062
buffers and inverters | 0.03762
flip-flops | 0.4689
multiplexers | 0.02187
AND/OR/NAND/NOR | 0.2248
No activity file was given, so power comes from the tool's default toggle rates.
